===== design.v =====
`timescale 1ns / 1ps
module fp_mult #(parameter Q = 10, parameter N = 16) (
    input logic signed [N-1:0] a,
    input logic signed [N-1:0] b,
    output logic signed [N-1:0] result
    );
    logic signed [N*2-1:0] ab;
    assign ab = a * b;
    assign result = ab[N+Q-1:Q];
endmodule

===== run.sh =====
#!/bin/bash
# OpenROAD 26Q1-2900-gdf79404cd8, Yosys 0.63+post, stock flow scripts
make -C /OpenROAD-flow-scripts/flow DESIGN_CONFIG=/design/flow/config.mk WORK_HOME=/design/flow/orfs finish

===== config.mk =====
export PLATFORM = sky130hd
export DESIGN_NAME = fp_mult
export DESIGN_NICKNAME = fp_mult
export VERILOG_FILES = /design/flow/design.v
export SDC_FILE = /design/flow/constraint.sdc
export NUM_CORES = 4
export LEC_CHECK = 1
export CORE_UTILIZATION = 40

===== constraint.sdc =====
current_design fp_mult

set clk_period 19.8
set clk_io_pct 0.2

create_clock -name clk0 -period $clk_period

set non_clock_inputs [all_inputs -no_clocks]
set_input_delay [expr $clk_period * $clk_io_pct] -clock clk0 $non_clock_inputs
set_output_delay [expr $clk_period * $clk_io_pct] -clock clk0 [all_outputs]

==> impl_metrics.toml <==
# generated from flow reports
[status]
status = "finished clean"

[worst_setup_path]
worst_setup_path_end_kind = "output port"
crit_fanout = 16
crit_required_ps = 15840
crit_path_start_kind = "input port"
crit_arrival_ps = 10660
crit_type = "input port to output port"

[floorplan]
dieArea_sq_um = 20870
core-area_sq_um = 19650
die_x_um = 144.5
fp-utilization = 0.4132
io_pins = 48
fp-row-count = 51
die_y_um = 144.5

[grt]
grt_pass1_wl_um = 30770
grt_overflow_total = 0
grt_max_degree = 17
grt_pass1_vias = 6057
grt_use_total = 0.2046
antenna_found_initial = 0

[synthesis]
yosysWarnings = 0
area_leaders = "fa_1, inv_1, ha_1"
synthCells = 914
synth_area_per_cell_sq_um = 8.884
yosysSeqAreaShare = 0
netlist_area_sq_um = 8120
yosys_area_sq_um = 8120
synth_cell_type_count = 38
synth_area_leader_cell = "fa_1"
top_area_frac = 0.5128
yosysCellCount = 914

[timing]
fmax_mhz = 68.38
finalCritPeriodShare = 0.7386
tightest_slew_ps = 783.4
rsz0062_at_grt = "false"
setup_tns_ps = 0
max-slew-margin-rel = 0.4761
final_max_slew_viol_count = 0
final_hold_viol_count = 0
setup_viol = 0
hold_slack_ps = 9878
min_period_ps = 14620

[final_layout]
fin_cells = 1196
comb_area_sq_um = 7051
flops = 0
flop_area_sq_um = 0
syn2layout_area_growth_pct = 8.567
clkbuf_count = 0
mostFrequentLayoutCell = "inv_1"
drive_gt1_frac = 0.008593
lay_top_cells = "inv_1, fa_1, nand2_1, and2_1, ha_1"
fill_cells = 1973

[place]
globalplace.congestion = 0.8682
hpwl_um = 15290
placed_cells = 1196
io_buffers = 48

[clocking]
ctsHoldBuffers = 0
cts_setup_buffers = 0
cts_resized = 0

[run]
warnings = 32
maxCapViolCount = 0

[drt]
drcViolationCount = 0
antenna_cells = 0
avgRoutedWirePerCell_um = 15.29
vias_per_cell = 4.782
drt_iter0_drc = 158
totalWireLength_um = 18290
firstDrtPassIters = 4
antenna_left = 0
vias = 5719

[hold_path]
hold_class = "input port to output port"
min_path_cells = 8
min_from = "b[14]"
holdPathEnd = "result[15]"
[layout make-up]
| type | instances | area share |
|---|---|---|
| Multi-Input combinational cell | 629 | 0.7997 |
| Inverter | 254 | 0.1081 |
| Timing Repair Buffer | 48 | 0.05450 |
| Tap cell | 265 | 0.03761 |
[critical path, cell delays in order]
cell	delay, ps
clkdlybuf4s50_1	960
nand2_1	170
fa_1	560
inv_1	60
fa_1	490
fa_1	610
fa_1	440
fa_1	490
inv_1	50
fa_1	470
inv_1	40
ha_1	390
a2111oi_0	410
o21ai_0	140
o21ai_0	90
o21ai_1	180
a21oi_1	370
o21bai_1	130
xor2_1	170
clkdlybuf4s50_1	490
[per-layer routing]
layer,vias to the layer above,wire length (um),track usage
met4,0,131,0.01274
met3,6,953,0.03304
li1,2656,-,-
met2,130,9355,0.3444
met5,-,0,0
met1,2927,7846,0.3050
[synth_stat cells, types with 2 or more instances]
master / number
xnor2_1: 29
a21o_1: 6
or3_1: 2
xor2_1: 7
or2b_1: 2
and3_1: 4
and2_1: 114
o211ai_1: 2
a21oi_1: 12
o21bai_1: 3
and4_1: 2
nand4_1: 2
nor2_1: 13
nand2_1: 116
o21ai_0: 9
clkbuf_1: 31
nand3_1: 3
a211oi_1: 2
fa_1: 208
nand2b_1: 2
o21ai_1: 2
nor3_1: 2
o21a_1: 3
ha_1: 72
inv_1: 253
[worst max-delay path by stage]
stage	startpoint	endpoint	slack, ps
5_1_grt	b[1]	result[14]	4810
6_report	a[8]	result[10]	5180
4_1_cts	a[10]	result[10]	5220
[cell families (layout without fill, tap and decap cells)]
family	count (synthesis)	after routing	share of synthesized area
AND/OR/NAND/NOR	265	265	0.1649
buffers and inverters	285	302	0.1317
XOR/XNOR	36	36	0.03883
adder cells (fa/ha/maj)	280	280	0.6237
AND-OR/OR-AND	48	48	0.04083
[metrics by stage]
step / setup slack [ps] / cell area [sq um] / utilization
final: 5177 / 8816 / 0.4486
after detailed placement: 5275 / 8816 / 0.4486
after global placement: 5216 / 8816 / 0.4486
after floorplan: 6932 / 8120 / -
after global routing: 4814 / 8816 / 0.4486
after CTS: 5217 / 8816 / 0.4486
